==> constraint.sdc <==
current_design delay_line

set clk_period 3.2
set clk_io_pct 0.2

create_clock -name clk0 -period $clk_period [get_ports {clk}]

set non_clock_inputs [all_inputs -no_clocks]
set_input_delay [expr $clk_period * $clk_io_pct] -clock clk0 $non_clock_inputs
set_output_delay [expr $clk_period * $clk_io_pct] -clock clk0 [all_outputs]
==> run.sh <==
#!/bin/bash
# OpenROAD 26Q1-2900-gdf79404cd8, Yosys 0.63+post, stock flow scripts
make -C /OpenROAD-flow-scripts/flow DESIGN_CONFIG=/design/flow/config.mk WORK_HOME=/design/flow/orfs finish
==> design.v <==
module  delay_line (clk, rst_, prog_ctl_, prog_delay, idata, odata);
    input                     clk, rst_ ;
    input                     prog_ctl_;
    input  [16     - 1 : 0] idata ;
    input  [3 - 1 : 0] prog_delay;
    output [16     - 1 : 0] odata ;
    reg    [3 - 1 : 0] delay_value;
    reg    [16     - 1 : 0] delay [7:0];
    always @(posedge clk) delay_value   <=  (!rst_)?       3'b000     : 
                                           ((!prog_ctl_)?  prog_delay : delay_value) ;
    assign odata   =  delay[delay_value] ;
    always @(posedge clk) delay[0] <= (!rst_)? 16'h00_00 : idata ;
    always @(posedge clk) delay[1] <= (!rst_)? 16'h00_00 : delay[0] ;
    always @(posedge clk) delay[2] <= (!rst_)? 16'h00_00 : delay[1] ;
    always @(posedge clk) delay[3] <= (!rst_)? 16'h00_00 : delay[2] ;
    always @(posedge clk) delay[4] <= (!rst_)? 16'h00_00 : delay[3] ;
    always @(posedge clk) delay[5] <= (!rst_)? 16'h00_00 : delay[4] ;
    always @(posedge clk) delay[6] <= (!rst_)? 16'h00_00 : delay[5] ;
    always @(posedge clk) delay[7] <= (!rst_)? 16'h00_00 : delay[6] ;
endmodule
==> config.mk <==
export PLATFORM = sky130hd
export DESIGN_NAME = delay_line
export DESIGN_NICKNAME = delay_line
export VERILOG_FILES = /design/flow/design.v
export SDC_FILE = /design/flow/constraint.sdc
export NUM_CORES = 4
export LEC_CHECK = 1
export CORE_UTILIZATION = 30
==> results.py <==
# Generated from Yosys and OpenROAD reports
metrics = {
    "place": {
        "hpwl_um": 5473,
        "dp_cells": 625,
        "io_buffers": 37,
        "gp_congestion": 0.7538,
    },
    "run": {
        "cap_viol_max_count": 0,
        "tool_warnings": 25,
    },
    "clocking": {
        "post-cts-setup-buffer-count": 0,
        "clockBufferDepth": 2,
        "cts_tree": "yes",
        "cts_htree_levels": 4,
        "root_buffer": "clkbuf_16",
        "cts_buffers": 17,
        "clock_sinks": 131,
        "cts_hold_buf": 0,
        "cts.clk_slew.worst_paths_ps": 60,
        "worstSkewPairLatency_ps": 400,
    },
    "logic_synthesis": {
        "top_cell_area_share": 0.5671,
        "synth.avg_cell_area_um2": 11.01,
        "synth_cells": 420,
        "yosysSeqAreaShare": 0.5671,
        "yosys_most_used_dff": "dfxtp_1",
        "synthArstFlopShare": 0,
        "synth_chip_area_um2": 4624,
        "synth.most_common_cell": "dfxtp_1",
        "synthDistinctLibCells": 26,
        "synth_flop_count": 131,
        "synth-edff-count": 0,
        "syn_area_um2": 4624,
        "synth_stat.cells": 420,
        "yosys.area.top_type": "dfxtp_1",
        "yosysWarnings": 2,
        "synthTopCellsByCount": "131 x dfxtp_1, 128 x and2_1, 49 x mux2i_1, 16 x nor2_1, 15 x clkbuf_1",
        "synth.top_cells.by_area": "dfxtp_1 57%, and2_1 17%, mux2i_1 11%, o22a_1 2.7%, a211oi_1 1.9%",
    },
    "final_timing": {
        "min_period_ps": 3072,
        "skew_ps": 3.528,
        "rsz0062_at_grt": "no",
        "tns_ps": 0,
        "slew_headroom": 0.4746,
        "worstMarginPinSlew_ps": 788.1,
        "min_period_over_period": 0.9601,
        "slew_viol_final": 0,
        "setup_viol": 0,
        "fmax_mhz": 325.5,
        "finalHoldViolCount": 0,
    },
    "route": {
        "antennaDiodeCount": 0,
        "vias": 2898,
        "drt_iter0_drc": 106,
        "route.detailed.drc": 0,
        "wl_um": 8738,
        "via_per_inst": 4.411,
        "drtAntennaViolNets": 0,
        "drt-pass1-iter-count": 4,
        "routedWlPerCell_um": 13.30,
    },
    "floorplan": {
        "die_h_um": 126.2,
        "chip_area_um2": 15920,
        "initCoreUtil": 0.3053,
        "coreArea_um2": 15150,
        "die_x_um": 126.2,
        "io_pins": 38,
        "rows": 45,
    },
    "pwr": {
        "swShare": 0.2128,
        "combPwrFrac": 0.065,
        "p_int_uw": 3048,
        "clock_power_share": 0.499,
        "power_switching_uw": 823.9,
        "seqPwrFrac": 0.437,
        "power.leakage_uw": 0.002200,
        "peakVddDrop_v": 0.0003123,
        "powerDensity_nw_per_um2": 678.1,
    },
    "layout": {
        "final_cells": 657,
        "seqCellArea_um2": 2625,
        "fillerInstances": 1413,
        "logic_area_um2": 1814,
        "syn_to_final_growth_pct": 23.46,
        "layout-drive-gt1-share": 0.09595,
    },
    "worst_setup_path": {
        "critPathLaunchType": "flip-flop",
        "path_cells": "buf_4 -> inv_1 -> nand2_1 -> o22ai_1 -> o22a_1 -> clkdlybuf4s50_1",
        "worstPathArrival_ps": 2430,
        "worstPathRequired_ps": 2560,
        "slowest_stage": "clkdlybuf4s50_1",
        "cp_max_fo": 8,
        "crit_type": "reg -> out",
        "end_kind": "primary output",
        "worst_path_largest_cell_delay_ps": 470,
    },
    "global_routing": {
        "grt_pass1_vias": 2858,
        "grt_max_degree": 74,
        "grt_pass1_wl_um": 14560,
        "overflow": 0,
        "grt_antenna_before_repair": 0,
        "track_usage": 0.1182,
    },
    "outcome": {
        "status": "finished clean",
    },
    "hold_path": {
        "hold_path_class": "reg -> reg",
    },
}
-- state kept, by name, indices dropped and copies added, names as in the netlist --
| signal | cells |
|---|---|
| delay | 128 |
| delay_value | 3 |
-- logic make-up (layout without fill, tap and decap cells) --
kind of cell,count (synthesis),in the layout,share of synthesized area
mux,49,49,0.1061
simple gates,160,160,0.2054
compound gates,52,52,0.08090
flops,131,131,0.5671
buf+inv,28,77,0.04058
-- placed cells by master, fill, tap and decap left out --
master	instances
dfxtp_1	129
and2_1	128
mux2i_1	49
clkdlybuf4s50_1	36
clkbuf_16	17
nor2_1	16
o22ai_1	14
o22a_1	14
a211oi_1	12
buf_4	6
nor2b_1	5
a21oi_1	5
clkinv_2	5
clkinvlp_4	5
nand2_1	4
o21ai_0	4
nand2b_1	3
bufinv_16	3
nor3_1	2
dfxtp_2	2
nand3b_1	1
o21ai_1	1
inv_1	1
nand2_2	1
a21oi_2	1
a2111oi_2	1
inv_6	1
clkbuf_8	1
buf_2	1
buf_12	1
-- final cells by class --
type	instances	area share
repair buffers	44	0.07539
inverters	1	0.0006575
clock inverters	14	0.02827
flip-flops and latches	131	0.4598
multi-input cells	261	0.3178
well taps	188	0.04120
clock buffers	18	0.07692
-- stage by stage --
stage                       util  total power [uW]  cell area [um^2]  setup slack (ps)  hold WS [ps]
after detailed placement  0.3372              1979              5107             492.8         433.7
after global placement    0.3372              1977              5107             489.1         429.8
after floorplan                -              1860              4624              1462         424.2
after global routing      0.3770              4016              5709             26.20         464.3
after CTS                 0.3769              3908              5708             55.32         447.3
final                     0.3770              3872              5709             127.7         445.9
-- critical path, delay by kind of cell (launching register included) --
kind	cells	cell delay (ps)
buffers and inverters	3	890
AOI/OAI and AO/OA	2	430
DFF	1	370
and+or+nand+nor	1	330
-- per-layer routing --
layer  share of wire  vias up  global-route usage  wire (um)
met2            0.41       51              0.1641       3594
li1                -     1481                   -          -
met4           0.013        0             0.01417        111
met5               0        -                   0          0
met1            0.52     1355              0.1849       4559
met3           0.054       11             0.04199        472
-- path summary, 6_finish.rpt --
check	endpoint	cells past startpoint	slack, ps	start
worst min-delay path	delay[3][9]	1	450	delay[2][9]
worst max register to register	delay_value[1]	3	1980	delay_value[1]
worst min register to register	delay[3][9]	1	450	delay[2][9]
worst max-delay path	odata[3]	6	130	delay_value[2]
-- what timing repair did --
item                                   4_1_cts  5_1_grt
setup endpoints to repair                    0        2
resized                                      0        1
endpoints found under the hold margin        0        0
-- power groups by stage --
stage	registers, uW	clock network, uW	logic [uW]
CTS	1690	1960	255
global route	1690	2040	277
finish	1690	1930	250
Power figures rest on the tool's default switching activity, not on a simulated workload.
